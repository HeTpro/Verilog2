File: /design/flow/config.mk
export PLATFORM = sky130hd
export DESIGN_NAME = core
export DESIGN_NICKNAME = core
export VERILOG_FILES = /design/flow/design.v
export SDC_FILE = /design/flow/constraint.sdc
export NUM_CORES = 4
export LEC_CHECK = 1
export CORE_AREA = 10 10 70 70
export DIE_AREA = 0 0 80 80
File: /design/flow/constraint.sdc
current_design core

set clk_period 1.4
set clk_io_pct 0.2

create_clock -name clk0 -period $clk_period [get_ports {clk}]

set non_clock_inputs [all_inputs -no_clocks]
set_input_delay [expr $clk_period * $clk_io_pct] -clock clk0 $non_clock_inputs
set_output_delay [expr $clk_period * $clk_io_pct] -clock clk0 [all_outputs]
File: /design/flow/design.v
module core(clk, display);
	input clk;
	output reg[6:0] display;
	reg [1:0] estado;
	always @(posedge clk)
		begin
			case(estado)
				0: estado <= 1;
				1: estado <= 2;
				2: estado <= 3;
				default: estado <=0;
			endcase
		end
	always @(estado)
		begin
			case(estado)
				0: display = 7'b0000111;
				1: display = 7'b1111010;
				2: display = 7'b1000110;
				3: display = 7'b1010101;
			endcase
		end
endmodule
File: /design/flow/run.sh
#!/bin/bash
# OpenROAD 26Q1-2900-gdf79404cd8, Yosys 0.63+post, stock flow scripts
make -C /OpenROAD-flow-scripts/flow DESIGN_CONFIG=/design/flow/config.mk WORK_HOME=/design/flow/orfs finish
==> Changelog: implementation <==
### Metrics

* Status: finished with violations
* Failing checks: setup timing
* Worst path max stage delay at about 340 ps
* Pwr dens at about 440 mW/mm^2
* R2r startpoint: estado[1]
* Core area at ~0.0034 mm^2
* Worst path depth at 5
* FP Core Util at under 10%
* Leakage at ~0.20 nW
* Critical-path top delay cell: dfxtp_2
* Largest net degree at the start of global routing at 5
* Final worst-path cycle share at 105%
* Chip width at ~80 um
* Cell internal pwr at 0.000151 W
* Initial antenna violation count at 0
* Worst Path Arrival at 1190 ps
* Routed len/inst at roughly 7.1 um
* Most frequent cells in the layout: ha_4, buf_4, clkbuf_2, buf_6
* Number of I/O port buffers at 7
* Total of max-cap violations at 0
* Net Switching at slightly above 0.00004 W
* Diode count at 0
* H-tree levels at 1
* Final tally of max-slew violations at 0
* Filler cell count at a little under 400
* Top-area cell share at between 50% and 60%
* Critical path launch point type: flop
* DRT iter0 DRCs at 1
* Largest register FFs at 2
* Hold bufs inserted after CTS at 0
* Rows at 21
* Grt total ovfl at 0
* Worst Hold Class: reg -> reg
* Placed Area at roughly 330 um^2
* RSZ-0062 raised after global routing: yes
* DPL Wire Length at roughly 380 um
* Regs by FF count: estado x2
* Routed vias at 177
* Crit path max fanout at 3
* Post-synth top area cell: ha_1
* Tmin final at roughly 1500 ps
* Routed Antenna Nets at 0
* Crit path buf inv count at 3
* R2r setup slk at 310 ps
* Mapped cell area at approximately 170 um^2
* Placed insts at ~75
* Ys Warns at 1
* Sequential power share at between 20% and 30%
* Avg Inst Size Synth at about 9.7 um^2
* Die Y at 80 um
* Worst-Skew Late Latency at around 230 ps
* Final setup margin at -67.3 ps
* Non-Filler Instances at between 80 and 90
* Clk_skew at 3.90 ps
* Clock share of power at ~70%
* Gate Count Post-Synth at 18
* CTS max path bufs at 2
* Clk sink count at 2
* CP endpoint: display[4]
* Chip Area, Yosys at 174 um^2
* Worst slew pin tran at between 80 and 90 ps
* Critical Path, Cell by Cell: inv_4 > buf_6 > ha_4 > or2_1 > buf_2
* Sw Share at 21.3%
* Die Area at ~0.0064 mm^2
* CTS buffer count at 3
* CP Class: reg -> out
* Final Util at between 10% and 20%
* Yosys reg bits at 2
* TNS Setup at -67.3 ps
* Peak VDD IR at around 99 uV
* Io pins at 8
* Reg2Reg Depth at 5
* GRT Overall Usage at approximately 1.9%
* Final setup violation count at 1
* R2R Path End: estado[0]
* First-pass GRT wire length at about 910 um
* Fmax at 0.682 GHz
* Synth area leaders: ha_1, dfxtp_1, inv_1, o21ba_1, buf_4
* Number of global-route vias before repair at between 200 and 250
* Combinational Power Share at 0%
* Biggest register: estado
* RD Place Congestion at ~0.67
* Yosys cell types at 6
* DRC viols at 0
* Critical Path Sink Type: output port
* DR vias/cell at 2.16
* Layout cells sized above 1 at 83.3%
* Family with the most delay on the worst path: flip-flops
* # Cells Yosys at 18
* DR pass1 iterations at 2
* Crit path required time at between 1000 and 1500 ps
* Fin area at about 430 um^2
* Synth Seq Share at ~23%
* Crit path launch: estado[1]
* Layout Area Growth over Synthesis at 150%
* Root Driver: clkbuf_4
* TritonCTS clock tree: done
* Tool warning count at 33
* Final hold viol count at 0
* Worst relative slew slack at between 90% and 100%
* Clock Pin Slew Worst Setup and Hold Paths at around 30 ps
* Drt total wl at 585 um
-- final cells by class --
cell class              count  area, um^2  area share [%]
multi-input cells           9         166            38.3
well taps                  46        57.6            13.3
clock buffers               3        22.5            5.19
inverters                   6        25.0            5.76
flip-flops and latches      2        45.0            10.4
repair buffers             16         118            27.1
-- through the flow --
step	power (W)	setup WS [ps]	hold slack (ps)
after floorplan	0.0000582	329	586
after global placement	0.0000582	-141	549
after detailed placement	0.0000582	-157	577
after CTS	0.000193	-233	561
after global routing	0.000205	-119	624
final	0.000191	-67.3	609
-- cell families (layout without fill, tap and decap cells) --
group,after synthesis,count (layout),share of synthesized area [%]
adder cells (fa/ha/maj),7,7,50.4
buffers and inverters,7,25,17.3
flip-flops,2,2,23.0
AND-OR/OR-AND,1,1,5.76
AND/OR/NAND/NOR,1,1,3.60
-- layer usage --
| layer | track usage, % | share of wire (%) | up-vias |
|---|---|---|---|
| met2 | 2.25 | 37 | 12 |
| li1 | - | - | 87 |
| met5 | 0 | 0 | - |
| met4 | 0.352 | 0 | 0 |
| met3 | 3.18 | 25 | 0 |
| met1 | 1.72 | 37 | 78 |
-- cells in the mapped netlist --
master   count
inv_1        6
ha_1         7
or2_1        1
buf_4        1
dfxtp_1      2
o21ba_1      1
-- power groups by stage --
| stage | clock [W] | combinational (W) | sequential (W) |
|---|---|---|---|
| after CTS | 0.000137 | 0.000000000170 | 0.0000555 |
| final | 0.000136 | 0.000000000168 | 0.0000554 |
| after global routing | 0.000150 | 0.000000000168 | 0.0000554 |
-- worst register-to-register path, stage by stage (launching register included) --
cell and delay (ps):
dfxtp_2 340, inv_4 40, buf_6 110, buf_4 120, ha_1 180, o21ba_1 180
-- worst min path at each step --
stage                to  slack (ps)  depth (start not counted)  startpoint
CTS           estado[1]         560                          2   estado[1]
global route  estado[1]         620                          2   estado[0]
finish        estado[1]         610                          2   estado[0]
-- timing repair --
item | in CTS | in global routing
gates resized | 29 | 13
pin swaps | 1 | 3
setup buffers | 3 | 3
endpoints found under the setup margin | 7 | 6
Power is estimated from default activity; no workload was simulated.
