[/design/flow/run.sh]
#!/bin/bash
# OpenROAD 26Q1-2900-gdf79404cd8, Yosys 0.63+post, stock flow scripts
make -C /OpenROAD-flow-scripts/flow DESIGN_CONFIG=/design/flow/config.mk WORK_HOME=/design/flow/orfs finish
[/design/flow/config.mk]
export PLATFORM = sky130hd
export DESIGN_NAME = dec4a7
export DESIGN_NICKNAME = dec4a7
export VERILOG_FILES = /design/flow/design.v
export SDC_FILE = /design/flow/constraint.sdc
export NUM_CORES = 4
export LEC_CHECK = 1
export CORE_AREA = 10 10 70 70
export DIE_AREA = 0 0 80 80
[/design/flow/constraint.sdc]
current_design dec4a7

set clk_period 1.0
set clk_io_pct 0.2

create_clock -name clk0 -period $clk_period

set non_clock_inputs [all_inputs -no_clocks]
set_input_delay [expr $clk_period * $clk_io_pct] -clock clk0 $non_clock_inputs
set_output_delay [expr $clk_period * $clk_io_pct] -clock clk0 [all_outputs]
[/design/flow/design.v]
module dec4a7(entrada, salida);
	input [3:0] entrada;
	output reg [6:0] salida;
	always @(entrada)
		begin
			case(entrada)
				0: salida=7'b0011010;
				1: salida=7'b0011011;
				2: salida=7'b1011010;
				3: salida=7'b1100010;
				4: salida=7'b1001001;
				5: salida=7'b0011111;
				6: salida=7'b1110001;
				7: salida=7'b1000111;
				8: salida=7'b1110011;
				9:	salida=7'b1111111;
				default: salida=7'b0000000;
			endcase
		end
endmodule
==> impl_report.txt <==
=== SYNTHESIS / PLACE & ROUTE SUMMARY ===
----------------------------------------------------
[Routing]
  Iteration-0 DRC Markers ........................ 6
  Antenna-violating nets left ........................ 0
  N_diodes ........................ 0
  Drt first pass iters ........................ 2
  Routed vias ........................ about 270
  Final routed wirelength across all metal layers ........................ 939 um
  Ratio of routed vias to standard cells ........................ 2.92
  Average wire per cell in the routed design ........................ 10.2 um
  Count of unresolved DRC violations after routing ........................ 0

[Pwr]
  Net switching power of the design ........................ 0.0000927 W
  Part of the power in combinational logic ........................ 100.0%
  Max IR drop VDD ........................ 0.0482 mV
  Clock network fraction of design power ........................ 0%
  Sequential Power Share ........................ 0%
  Total power density per cell area ........................ 382 nW/um^2
  LEAKAGE ........................ 0.219 nW
  Internal cell power ........................ about 0.00012 W
  Fraction of power spent switching nets ........................ 43.2%

[Place]
  Port bufs ........................ 11
  Placer Congestion ........................ 0.724
  Post-placement setup slack ........................ -1000 ps
  Post-detailed-placement half-perimeter wirelength ........................ 604 um
  Area after DPL ........................ 407 sq um
  Dpl cells ........................ 91

[Critical path]
  Critical path cell sequence ........................ buf_12 -> buf_8 -> ha_4 -> a21oi_2 -> o22ai_2 -> buf_2
  Logic depth of the worst path, buffers included ........................ 6
  Worst path bufs/invs ........................ 3
  Cell family with the largest share of critical-path delay ........................ buffers and inverters
  Library cell contributing the largest single delay on the critical path ........................ sky130_fd_sc_hd__ha_4
  Path type of the worst setup path ........................ in -> out
  Worst path arrival time ........................ between 900 and 1000 ps
  CP Capture Type ........................ output port
  Type of element launching the critical path ........................ input port
  Biggest fanout along the worst timing path ........................ 4
  Delay contributed by the slowest stage of the critical path ........................ 150 ps
  Data required, critical path ........................ 800 ps

[Floorplanning]
  Vertical die dimension ........................ 80 um
  # rows ........................ 21
  I/O pin count ........................ 11
  Overall chip area ........................ 6400 sq um
  Floorplan die width ........................ 80 um
  Starting utilization of the core area ........................ a little over 6%
  Placeable core area ........................ 3420 sq um

[Clocking]
  Hold buffer count at cts ........................ 0

[Timing]
  Max-slew violation count ........................ 0
  Setup violations, final ........................ 6
  Unrepaired setup endpoints after global routing ........................ yes
  Actual transition at the worst max-transition pin ........................ 134 ps
  Worst path setup slack after routing ........................ -127 ps
  Relative slew slack ........................ about 91%
  Post-layout minimum cycle time ........................ 1130 ps
  F_max ........................ 887 MHz
  Final Hold Viols ........................ 0
  Tcrit/Tclk final ........................ 113%

[Synthesis]
  Post-synth area from yosys stat ........................ 209 sq um
  Cell types occupying the most area after synthesis ........................ sky130_fd_sc_hd__ha_1 30%, sky130_fd_sc_hd__o22ai_1 12%, sky130_fd_sc_hd__buf_6 11%
  Post-synth cell types ........................ 14
  # Cells Yosys ........................ 29
  Synth area leader ........................ sky130_fd_sc_hd__ha_1
  Share of synthesized area occupied by flip-flops and latches ........................ 0%
  Number of standard cells after synthesis ........................ 29
  Cell area after synthesis ........................ 209 sq um
  Avg Cell Area, Syn ........................ 7.21 sq um
  Synth warnings ........................ 1
  Area share of the largest cell type after synthesis ........................ 29.9%

[Layout]
  Final cell area excluding filler cells ........................ about 560 sq um
  Reg area ........................ 0 sq um
  Area growth syn-to-layout ........................ 169%
  Fraction of final layout cells with drive strength greater than 1 ........................ 87.0%
  Count of clock-net buffers in the final layout ........................ 0
  Gate Area ........................ ~300 sq um
  Number of fill cells ........................ 379
  Utilization after layout ........................ 16.4%
  Most frequent cells in the layout ........................ 7 x sky130_fd_sc_hd__buf_2, 5 x sky130_fd_sc_hd__ha_4, 5 x sky130_fd_sc_hd__buf_6
  Post-Layout Cell Count ........................ 92
  Most common logic cell in the routed design ........................ sky130_fd_sc_hd__buf_2
  Sequential cell count of the final layout ........................ 0

[Job]
  MaxCap Viol Count ........................ 0
  Number of warnings the tools reported ........................ 38

[Worst hold path]
  Hold path cells ........................ 4
  Destination of the worst hold path ........................ salida[1]
  Min-Delay Path Class ........................ in -> out
  Startpoint of the lowest-slack hold path ........................ entrada[3]

[Global routing]
  Largest net degree at the start of global routing ........................ 8
  Number of antenna violations at the first check in global routing ........................ 0
  Vias in the first global route ........................ 274
  Global-route wire length before repair ........................ 1400 um
  Grt ovf ........................ 0
  Total track usage ........................ under 10%

[Run status]
  Violations in the final reports ........................ negative setup slack
  Status ........................ finished, violations left

----------------------------------------------------
==> cells by family after synthesis <==
kind of cell	after synthesis	synth area share (%)
AND-OR/OR-AND	12	36.5
buffers and inverters	6	18.0
adder cells (fa/ha/maj)	5	29.9
AND/OR/NAND/NOR	6	15.6
==> synthesized netlist by cell type <==
| master | count |
|---|---|
| sky130_fd_sc_hd__o22ai_1 | 4 |
| sky130_fd_sc_hd__nor2_2 | 1 |
| sky130_fd_sc_hd__a21oi_1 | 2 |
| sky130_fd_sc_hd__nand2_1 | 1 |
| sky130_fd_sc_hd__nand2_2 | 1 |
| sky130_fd_sc_hd__o21ai_0 | 3 |
| sky130_fd_sc_hd__inv_1 | 3 |
| sky130_fd_sc_hd__a21o_2 | 1 |
| sky130_fd_sc_hd__ha_1 | 5 |
| sky130_fd_sc_hd__buf_6 | 2 |
| sky130_fd_sc_hd__nor2_1 | 2 |
| sky130_fd_sc_hd__o31a_1 | 2 |
| sky130_fd_sc_hd__inv_2 | 1 |
| sky130_fd_sc_hd__nor2b_2 | 1 |
==> metrics by stage <==
stage          hold slack (ps)  power [W]  setup TNS [ps]
2_1_floorplan              444  0.0000580               0
3_3_place_gp              1510   0.000151           -6490
3_5_place_dp              1510   0.000151           -6500
4_1_cts                    757   0.000182            -408
5_1_grt                    768   0.000234            -600
6_report                   737   0.000215            -359
==> timing repair <==
action                                  in CTS  in global routing
setup buffers                                0                  1
pin swaps                                   10                  7
endpoints found under the setup margin       7                  7
gates resized                               75                 12
==> routing by layer <==
metal  GRT usage, %  wire length, um
met1           3.23              386
met2           4.41              499
met3          0.455               53
met4              0                0
met5              0                0
==> worst min-delay path: stages <==
cell and delay, ps:
sky130_fd_sc_hd__buf_8 80, sky130_fd_sc_hd__buf_6 110, sky130_fd_sc_hd__o21ai_2 50, sky130_fd_sc_hd__buf_2 100
==> power by group through the flow <==
stage | Combinational [W] | Sequential, W | Clock, W
CTS | 0.000182 | 0 | 0
global route | 0.000234 | 0 | 0
finish | 0.000215 | 0 | 0
==> how the worst max path moves through the flow <==
stage               from        end  slack (ps)
CTS           entrada[1]  salida[5]        -100
global route  entrada[1]  salida[5]        -150
finish        entrada[1]  salida[5]        -130
==> area by class of cell <==
type | instances | share of cell area, %
inverter | 4 | 3.56
multi-input combinational | 23 | 53.0
tap | 46 | 10.2
timing repair buffer | 19 | 33.2
Power figures rest on the tool's default switching activity, not on a simulated workload.
