<file path="flow/design.v">
module clk 
		#( 
			parameter [31:0] limite = 5
			) 
			(fin, fout);
	input fin;
	output reg fout=1;
	reg[31:0] cuenta1=0;
	always @(posedge fin)
		begin
			if (cuenta1>=limite-1)
				begin
					fout = ~fout;
					cuenta1=0;
				end
			else
				begin
				 cuenta1=cuenta1+1;
				end
		end
endmodule
</file>
<file path="flow/constraint.sdc">
current_design clk

set clk_period 1.8
set clk_io_pct 0.2

create_clock -name clk0 -period $clk_period [get_ports {fin}]

set non_clock_inputs [all_inputs -no_clocks]
set_input_delay [expr $clk_period * $clk_io_pct] -clock clk0 $non_clock_inputs
set_output_delay [expr $clk_period * $clk_io_pct] -clock clk0 [all_outputs]
</file>
<file path="flow/run.sh">
#!/bin/bash
# OpenROAD 26Q1-2900-gdf79404cd8, Yosys 0.63+post, stock flow scripts
make -C /OpenROAD-flow-scripts/flow DESIGN_CONFIG=/design/flow/config.mk WORK_HOME=/design/flow/orfs finish
</file>
<file path="flow/config.mk">
export PLATFORM = sky130hd
export DESIGN_NAME = clk
export DESIGN_NICKNAME = clk
export VERILOG_FILES = /design/flow/design.v
export SDC_FILE = /design/flow/constraint.sdc
export NUM_CORES = 4
export LEC_CHECK = 1
export CORE_AREA = 10 10 79 79
export DIE_AREA = 0 0 89 89
</file>
==> reports/metrics.csv <==
stage;metric;value;unit
synth;Mapped Area;832;um^2
final_timing;Final Worst Setup Slack;345;ps
power_and_ir_drop;cell leakage power;0.466;nW
detailed_routing;Detailed Routing Iterations Pass 1;2;
synth;register bit count reported by yosys;33;
synth;Post-synth seq share;80.6;%
global_route;largest net degree at the start of global routing;11;
die;I/O pin count;2;
place;PortBufs;1;
clocking;# clock sinks;33;
detailed_routing;Ant. Diodes;0;
clocking;Max Root-Sink Buffers;2;
setup_path;crit path kind;flop to flop;
clocking;post-CTS setup buffers;0;
power_and_ir_drop;Total Power;1.32;mW
synth;ys cells;57;
place;worst slack at placement;340;ps
synth;syn avg cell area;14.6;um^2
power_and_ir_drop;Peak VDD IR;0.583;mV
synth;ys async rst share;0;%
detailed_routing;WL final;781;um
job;Max-cap violations;0;
setup_path;critical path arrival;1490;ps
place;DP HPWL;547;um
final_timing;Slew Limit Fails;0;
layout;Layout area overhead;32.8;%
clocking;CTS Root Cell;clkbuf_8;
final_timing;Setup-failing EPs final;0;
die;Die Wd;89;um
synth;flip-flops with a built-in enable;1;
setup_path;crit path DRT;1830;ps
final_timing;Final TNS setup;0;ps
die;core box area;0.00466;mm^2
synth;largest area contributor in the netlist;dfxtp_1;
synth;synth cell count leaders;dfxtp_1, nor4_1, inv_1, nor4_2;
layout;Fill cells;481;
synth;Most common reg cell;dfxtp_1;
final_timing;Final min period;1450;ps
clocking;H-tree levels;2;
clocking;Post-CTS Resized;0;
detailed_routing;drt drc;0;
power_and_ir_drop;power per cell area;1200;mW/mm^2
clocking;Hold Buf Count CTS;0;
clocking;clock-pin slew on the worst setup and hold paths;60;ps
global_route;grt total ovfl;0;
detailed_routing;vias;406;
final_timing;Final Hold Viols;0;
detailed_routing;drt wl/cell;5.28;um
die;chip area;0.00792;mm^2
clocking;CTS tree;done;
outcome;status;finished clean;
global_route;global-route wire length before repair;1540;um
synth;synthesis area per yosys;832;um^2
clocking;Num CTS Buffers;5;
clocking;clock latency on the worst-skew pair;270;ps
synth;dominant cell by count in the synthesized netlist;dfxtp_1;
die;FP Rows;25;
global_route;global-route usage over all layers;2.49;%
detailed_routing;Antenna Nets Post-Route;0;
layout;fin area;0.00110;mm^2
final_timing;RSZ-0062 raised after global routing;false;
synth;Synth area leaders;dfxtp_1, nor4_2, nor4_1;
job;Tool Warnings;27;
layout;fraction of layout cells with a size suffix above 1;9.57;%
worst_hold_path;Hold/Removal Path Class;flop to flop;
die;Die Height;89;um
detailed_routing;DR iter-0 viols;11;
global_route;initial antenna violation count;0;
detailed_routing;vias per inst;2.74;
setup_path;critical path peak fanout;4;
global_route;vias in the first global route;388;
setup_path;Worst Setup End Kind;flop;
die;floorplan utilization;17.9;%
final_timing;clock skew;6.85;ps
synth;Cell Type Count;14;
final_timing;period utilization;80.8;%
place;GP Congestion;0.689;
synth;Top cell area share;77.0;%
synth;Syn. warnings;1;
place;Placed Area;0.00101;mm^2
synth;cell count after synthesis;57;
setup_path;CP startpoint kind;flop;
final_timing;fmax;687;MHz
[critical path, cell delays in order (launching register included)]
cell     delay, ps
dfxtp_1        320
nor4_1         280
nand4_1        200
or3_1          410
[flip-flops by register name, summed over array words and instances, names as in the netlist]
signal and cells:
fout 1, cuenta1 32
[final cells by class]
| cell class | count | area [um^2] | share of cell area, % |
|---|---|---|---|
| Sequential cell | 33 | 671 | 60.7 |
| Multi-Input combinational cell | 49 | 255 | 23.1 |
| Clock buffer | 8 | 90.1 | 8.15 |
| Tap cell | 54 | 67.6 | 6.12 |
| Inverter | 3 | 11.3 | 1.02 |
| Timing Repair Buffer | 1 | 10.0 | 0.906 |
[metal layers]
layer  wire (um)  track usage [%]  up-vias  share of wire [%]
li1            -                -      237                  -
met1         423             2.91      160                 54
met2         290             3.66        7                 37
met3          58             1.65        2                7.4
met4           8            0.723        0                1.0
met5           0                0        -                  0
[report_power, final]
group	total (mW)	switching, mW	internal [mW]
Clock	0.533	0.222	0.311
Sequential	0.779	0.0104	0.769
Combinational	0.0110	0.00780	0.00322
Total	1.32	0.240	1.08
[logic make-up (layout without fill, tap and decap cells)]
| group | after synthesis | after routing | synth area share [%] |
|---|---|---|---|
| other | 1 | 29 | 0.451 |
| xor gates and xnor gates | 1 | 1 | 1.05 |
| buffers and inverters | 3 | 12 | 1.35 |
| and+or+nand+nor | 17 | 17 | 13.5 |
| DFF | 33 | 33 | 80.6 |
| adders and majority gates | 2 | 2 | 3.01 |
[cell usage in the layout, fill, tap and decap left out]
master and instances:
or3_1 1, dfxtp_1 32, nand4_1 1, nor3_1 2, xor2_1 1, nand2_1 2
conb_1 29, nor2_1 1, nor4_1 5, edfxtp_1 1, clkbuf_8 6, nor4_2 3
inv_1 3, clkbuf_1 2, nand3_1 2, clkdlybuf4s50_1 1, ha_1 2
[through the flow]
step           cells  utilization (%)  hold slack, ps
2_1_floorplan     85                -             427
3_3_place_gp     140             21.8             461
3_5_place_dp     140             21.8             459
4_1_cts          148             23.7             464
5_1_grt          148             23.7             497
6_report         148             23.7             453
[path summary, 6_finish.rpt]
path / start / endpoint / slack (ps) / cells after the start
max: cuenta1[2] / fout / 350 / 3
min reg2reg: cuenta1[0] / cuenta1[0] / 450 / 1
max reg2reg: cuenta1[2] / fout / 350 / 3
min: cuenta1[0] / cuenta1[0] / 450 / 1
Power figures rest on the tool's default switching activity, not on a simulated workload.
